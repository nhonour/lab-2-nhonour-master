==> flow/design.v <==
module fillscreen(input logic clk, input logic rstn, input logic start, output logic done,
                  output logic [7:0] vga_x, output logic [6:0] vga_y,
                  output logic [2:0] vga_colour, output logic vga_plot);
always_ff @(posedge clk)
begin
if (rstn == 0)
	begin
		vga_x = -1;
		vga_y = -1;
		vga_plot = 0;
	end
if (start == 1)
begin
	done = 0;
	if (vga_x < 159)
	begin
		vga_x = vga_x + 1;
		vga_colour = vga_x % 8;
		vga_plot = 1;
	end
	else
	begin
		vga_y = vga_y +1;
		vga_x = 0;
		vga_colour = vga_x % 8;
		vga_plot = 1;
	end
	if (vga_y == 120)
	done = 1;
end
end 
endmodule
==> flow/run.sh <==
#!/bin/bash
# OpenROAD 26Q1-2900-gdf79404cd8, Yosys 0.63+post, stock flow scripts
make -C /OpenROAD-flow-scripts/flow DESIGN_CONFIG=/design/flow/config.mk WORK_HOME=/design/flow/orfs finish
==> flow/config.mk <==
export PLATFORM = sky130hd
export DESIGN_NAME = fillscreen
export DESIGN_NICKNAME = fillscreen
export VERILOG_FILES = /design/flow/design.v
export SDC_FILE = /design/flow/constraint.sdc
export NUM_CORES = 4
export LEC_CHECK = 1
export CORE_AREA = 10 10 91 91
export DIE_AREA = 0 0 101 101
==> flow/constraint.sdc <==
current_design fillscreen

set clk_period 4.6
set clk_io_pct 0.2

create_clock -name clk0 -period $clk_period [get_ports {clk}]

set non_clock_inputs [all_inputs -no_clocks]
set_input_delay [expr $clk_period * $clk_io_pct] -clock clk0 $non_clock_inputs
set_output_delay [expr $clk_period * $clk_io_pct] -clock clk0 [all_outputs]
==> datasheet_impl.txt <==
Characteristics after synthesis and place and route

Parameter                              Value

Final timing
  Worst Clk Skew .................. ~3.4 ps
  Worst slew margin .................. 63.72%
  Setup repair after global routing missed its margin .................. false
  Post-Route Hold Slack .................. about 450 ps
  Hold violation total from the final report .................. 0
  Final Critical Period .................. 3152 ps
  Final max-slew violation count .................. 0
  Portion of the clock cycle consumed by the worst path in the final layout .................. around two thirds
  Slew of the pin with the lowest slew margin .................. about 540 ps
  Final setup violation count .................. 0
  Final sum of negative setup slack .................. 0 ps
  Max frequency .................. approximately 320 MHz

Clock tree
  Number of buffers inserted by hold repair at cts .................. 0
  Late-Pin Clk Latency .................. roughly 260 ps
  TritonCTS clock tree .................. built
  Sink count of the clock tree .................. 20
  CTS root buf .................. sky130_fd_sc_hd__clkbuf_8
  Number of clock buffers inserted by TritonCTS .................. 3
  Clock transition at path regs .................. around 80 ps
  Post-CTS setup buffers .................. 0
  H-Tree Level Count .................. 1
  Cells resized by post-CTS repair .................. 0
  Maximum buffer depth of the clock tree .................. 2

Final layout
  Final core utilization .................. between 20% and 30%
  Fraction of final layout cells sized beyond drive strength 1 .................. 6.383%
  Synthesis-to-finish area growth .................. 35.97%
  Final Non-Filler Cells .................. ~220

Drt
  Number of detailed-route iterations in the first pass .................. 4
  Detail-routed via count per cell .................. approximately 4.4
  Detailed-route wire length .................. about 2700 um
  Highest layer used for signal routing .................. met4
  Number of diodes .................. 0
  Number of DRC violations after detailed routing .................. 0
  DRC violation total after the first TritonRoute iteration .................. just over 50
  Detailed-routed wire length on met3 .................. 296 um
  Met2 wirelength from detailed routing .................. around 1200 um
  Routed wire length per instance .................. 12.50 um
  Total via count in the routed design .................. 952
  Routed metal-1 wirelength .................. roughly 1200 um
  Detail Route Antenna Nets .................. 0

Placed design
  Dpl hpwl .................. 1956 um
  Post-Place Cells .................. around 210
  GP Congestion .................. a little over 0.8
  Number of port buffers .................. 22

Pwr
  Final total power .................. between 0.0006 and 0.0007 W
  Leak pwr .................. between 0.5 and 0.6 nW
  Cell Pwr Density .................. approximately 430 nW/um^2
  Max IR drop VDD .................. around 0.14 mV

Yosys
  Library cells used by synthesis .................. 36
  Top-area cell share .................. 30.70%
  Seq/Total Area, Yosys .................. 42.21%
  Cell area after technology mapping .................. approximately 1000 um^2
  Share of synthesized registers carrying an async set or reset .................. 0%
  Post-synthesis average cell area .................. approximately 8.9 um^2
  Cell area leaders .................. sky130_fd_sc_hd__dfxtp_1, sky130_fd_sc_hd__edfxtp_1, sky130_fd_sc_hd__nor2_1, sky130_fd_sc_hd__xnor2_1, sky130_fd_sc_hd__nand2b_1
  Count of flip-flops with a built-in enable after synthesis .................. 4
  Cell taking the most area after synthesis .................. sky130_fd_sc_hd__dfxtp_1
  Synthesized instance count .................. 117
  Main flop type after synthesis .................. sky130_fd_sc_hd__dfxtp_1
  Synthesized registers .................. 20
  # Cells Yosys .................. 117
  Synthesis warning total .................. 1
  Yosys stat area .................. approximately 1000 um^2

Worst setup path
  Reg2Reg Setup Slack .................. ~2400 ps
  Crit-path max FO .................. 25
  Worst Setup End Kind .................. register
  Critical path launch point type .................. primary input
  Crit path kind .................. primary input to register
  Data arrival, critical path .................. around 3300 ps
  Required time of the critical path .................. roughly 4800 ps

Run
  Max-cap viol count .................. 0
  Tool warning count .................. 25

Die
  Area of the die .................. ~10000 um^2
  I/O pin count .................. 23
  Die extent in x .................. 101 um
  Area of the core .................. approximately 6300 um^2
  Row Count .................. 29
  Die Ht .................. between 100 and 150 um
  Effective utilization at floorplan .................. ~16%

Global route
  GR Overflow Total .................. 0
  Number of global-route vias before repair .................. roughly 870
  Combined global-route utilization of all metal layers .................. a little over 5%
  Maximum number of pins on one net before global-route repair .................. 26
  Wire length of the first global-routing pass .................. between 4000 and 5000 um
  Number of antenna violations at the first check in global routing .................. 0

Outcome
  Outcome .................. finished clean

Hold path
  Min-delay worst type .................. register to register
worst paths after layout:
path / start / end / cells after the start
setup / recovery: rstn / vga_y[1] / 8
hold / removal: vga_plot / vga_plot / 2
setup reg to reg: vga_x[0] / vga_y[1] / 6
hold reg to reg: vga_plot / vga_plot / 2
cells in the final DEF, fill, tap and decap left out, drive strengths merged, types with 2 or more instances in the layout:
master | Yosys | layout
clkdlybuf4s50 | 0 | 22
dfxtp | 16 | 16
nor2 | 14 | 14
nand2 | 10 | 10
nand2b | 8 | 8
o21ai | 7 | 7
xnor2 | 6 | 6
inv | 5 | 5
a21oi | 5 | 5
nand4 | 5 | 5
edfxtp | 4 | 4
mux2 | 3 | 3
a311oi | 3 | 3
clkbuf | 0 | 3
and2 | 2 | 2
a21o | 2 | 2
o211ai | 2 | 2
nand3 | 2 | 2
a21boi | 2 | 2
and3 | 2 | 2
a32oi | 2 | 2
ha | 2 | 2
routing by layer:
metal  vias to the layer above  GRT usage, %
met3                         4         2.010
met4                         0        0.8574
met1                       445         7.546
li1                        472             -
met5                         -             0
met2                        31         7.076
Yosys cell counts (2+ instances only):
cell and n:
sky130_fd_sc_hd__a311oi_1 3, sky130_fd_sc_hd__a21oi_1 5, sky130_fd_sc_hd__and3_1 2, sky130_fd_sc_hd__nand3_1 2, sky130_fd_sc_hd__o211ai_1 2, sky130_fd_sc_hd__mux2_2 3
sky130_fd_sc_hd__nand2_1 10, sky130_fd_sc_hd__a21o_1 2, sky130_fd_sc_hd__and2_1 2, sky130_fd_sc_hd__a21boi_0 2, sky130_fd_sc_hd__buf_4 2, sky130_fd_sc_hd__nand2b_1 8
sky130_fd_sc_hd__edfxtp_1 4, sky130_fd_sc_hd__nor2_1 14, sky130_fd_sc_hd__inv_1 5, sky130_fd_sc_hd__nand4_1 4, sky130_fd_sc_hd__ha_1 2, sky130_fd_sc_hd__a32oi_1 2
sky130_fd_sc_hd__xnor2_1 6, sky130_fd_sc_hd__o21ai_0 6, sky130_fd_sc_hd__dfxtp_1 16
registers in the layout, indices dropped and copies added (netlist names):
register and flops:
done 1, vga_colour 3, vga_plot 1, vga_x 8, vga_y 7
stage by stage:
step / setup slack, ps / area, um^2
final: 1448 / 1419
after global routing: 1307 / 1419
after CTS: 1459 / 1419
after detailed placement: 1205 / 1348
after global placement: 1278 / 1348
after floorplan: 2018 / 1044
kinds of logic after synthesis:
logic type                 count (synthesis)  synth area share, %
adders and majority gates                  2                2.398
buffers and inverters                      9                4.076
DFF                                       20                42.21
muxes                                      3                3.237
and+or+nand+nor                           46                22.66
AOI/OAI and AO/OA                         30                19.54
xor gates and xnor gates                   7                5.875
power by group:
| group | internal, W | switching [W] | total (W) |
|---|---|---|---|
| Sequential | 0.000211 | 0.0000392 | 0.000250 |
| Combinational | 0.000104 | 0.0000744 | 0.000179 |
| Clock | 0.000116 | 0.0000615 | 0.000178 |
critical path: stages:
cell and delay, ps:
sky130_fd_sc_hd__clkdlybuf4s50_1 400, sky130_fd_sc_hd__buf_4 210, sky130_fd_sc_hd__nand2b_1 130, sky130_fd_sc_hd__ha_1 260
sky130_fd_sc_hd__nand4_2 140, sky130_fd_sc_hd__o211ai_1 440, sky130_fd_sc_hd__and2_1 420, sky130_fd_sc_hd__mux2_2 380
layout make-up:
cell class	instances	area, um^2
clock inverters	1	30.03
flip-flops and latches	20	440.4
repair buffers	23	227.7
clock buffers	3	41.29
well taps	77	96.34
inverters	6	22.52
multi-input cells	88	560.5
fillers	676	4931
Power and IR drop assume default switching activity.
